===== /design/flow/run.sh =====
#!/bin/bash
# OpenROAD 26Q1-2900-gdf79404cd8, Yosys 0.63+post, stock flow scripts
make -C /OpenROAD-flow-scripts/flow DESIGN_CONFIG=/design/flow/config.mk WORK_HOME=/design/flow/orfs finish

===== /design/flow/config.mk =====
export PLATFORM = sky130hd
export DESIGN_NAME = Hazard_Detect_Unit
export DESIGN_NICKNAME = Hazard_Detect_Unit
export VERILOG_FILES = /design/flow/design.v
export SDC_FILE = /design/flow/constraint.sdc
export NUM_CORES = 4
export LEC_CHECK = 1
export CORE_AREA = 10 10 70 70
export DIE_AREA = 0 0 80 80

===== /design/flow/constraint.sdc =====
current_design Hazard_Detect_Unit

set clk_period 3.3
set clk_io_pct 0.2

create_clock -name clk0 -period $clk_period

set non_clock_inputs [all_inputs -no_clocks]
set_input_delay [expr $clk_period * $clk_io_pct] -clock clk0 $non_clock_inputs
set_output_delay [expr $clk_period * $clk_io_pct] -clock clk0 [all_outputs]

===== /design/flow/design.v =====
module Hazard_Detect_Unit(
    MemRead_idex,
    op,
    rs,
    rt,
    rt_idex,
    branch,
    PCWrite,
    write_ifid,
    flush_ifid,
    flush_idex,
    flush_exmem
    );
input MemRead_idex;
input [5:0] op;
input [4:0] rs,rt,rt_idex;
input branch;
output PCWrite,write_ifid,flush_ifid,flush_idex,flush_exmem;
reg PCWrite,write_ifid,flush_ifid,flush_idex,flush_exmem;
always@(*) begin
    if(branch)
        {PCWrite,write_ifid,flush_ifid,flush_idex,flush_exmem} = 5'b11111;
    else
    begin
        if(MemRead_idex == 1'b1 && (rs == rt_idex || (rt == rt_idex && op != 6'b001000)))  
            {PCWrite,write_ifid,flush_ifid,flush_idex,flush_exmem} = 5'b00010;
        else
            {PCWrite,write_ifid,flush_ifid,flush_idex,flush_exmem} = 5'b11000;
    end
end
endmodule

==> deck_impl_summary.md <==
Synthesis and Place & Route Summary

Layout
  – Final Core Density: 14.7%
  – Share of cells above drive strength 1: 2.04%
  – Clkbuf count: 0
  – Seq_cells: 0
  – Fillers: 393
  – Area Growth Syn to Fin: 174%
  – Register area: 0 µm²

Die
  – Die area: 6400 µm²
  – Area of the core: 3420 µm²
  – Number of top-level pins: 28
  – Row Count: 21
  – Vertical die size: 80 µm
  – Starting density of the core: 5.35%
  – Die width: 80 µm

Hold path
  – Worst hold endpoint: write_ifid
  – Hold Path Class: in -> out
  – Hold Crit Start: MemRead_idex
  – Worst hold path depth: 3

Logic synthesis
  – Commonest cells post-synth: 6 x xnor2_1, 4 x xor2_1, 3 x buf_4, 2 x inv_1, 2 x nand3_1
  – Top area contributor share: 28.8%
  – Synth Seq Share: 0%
  – Avg Cell Area, Syn: 7.61 µm²
  – Cell Area, Synth: 183 µm²
  – Most frequent cell after synthesis: xnor2_1
  – Post-synth cell types: 12
  – Main area contributors after synthesis: xnor2_1 29%, xor2_1 19%, buf_4 12%
  – Cell taking the most area after synthesis: xnor2_1
  – Chip area in the Yosys report: 183 µm²
  – YS warnings: 1
  – Synthesized instance count: 24
  – # Cells Yosys: 24

Clocking
  – Post-CTS sizing: 0
  – Cts hold-fix bufs: 0
  – # Post-CTS Setup Buffers: 0

Route
  – Post-DR wirelength/cell: 9.12 µm
  – Initial drt markers: 2
  – # DRC: 0
  – Via density: 2.57
  – Final ANT Viol Nets: 0
  – Antenna diode count: 0
  – TritonRoute pass-1 iters: 2
  – Final wirelength: 866 µm
  – Vias: 244

Worst setup path
  – CP max FO: 2
  – Crit-path slowest cell: or4b_1
  – Worst-path cell chain: clkdlybuf4s50_1, or4b_1, nor3_2, nor4_1, o211ai_1, clkdlybuf4s50_1
  – Crit-path max cell delay: 530 ps
  – Crit path kind: in -> out
  – Most frequent CP cell: clkdlybuf4s50_1
  – Startpoint Class: input port
  – Critical Path AT: 2500 ps
  – Top delay family on crit path: buffers and inverters
  – Buf+Inv Stages, Crit Path: 2
  – Worst Setup End Kind: output port
  – Critical Path RT: 2640 ps

Pwr
  – PD cells: 103 nW/µm²
  – Pleak: 0.167 nW
  – Max rail drop VDD: 0.0366 mV

Global routing
  – Largest net degree at the start of global routing: 4
  – Grt ovf: 0
  – GRT Util Overall: 2.68%
  – Vias in the first global route: 299
  – First-pass GRT wire length: 1400 µm
  – Initial antenna violation count: 0

Run status
  – Status: complete, no violations

STA
  – Cycle use final: 95.8%
  – RSZ-0062 raised after global routing: false
  – Slew headroom: 76.0%
  – Final Hold Fails: 0
  – Tmin final: 3160 ps
  – FMAX: 316 MHz
  – Count of final max-slew check failures: 0
  – Total negative slack: 0 ps
  – Worst-Margin Slew: 357 ps
  – Setup ws final: 137 ps
  – Final setup fails: 0

Place
  – HPWL Detailed: 845 µm
  – Port bufs: 28
  – Final Wtd Congestion: 0.757
  – Post-place setup slack: 71.8 ps

Job
  – Maxcap violations: 0
  – Tool warnings: 32
[kinds of logic (layout without fill, tap and decap cells)]
logic type	Yosys count	count (layout)	synth area share [%]
xor+xnor	10	10	47.9
simple gates	6	6	22.6
buf+inv	5	30	16.4
compound gates	3	3	13.0
[area by class of cell]
class | count | area [µm²] | area share, %
Inverter | 2 | 7.51 | 1.50
Multi-Input combinational cell | 19 | 153 | 30.5
Tap cell | 46 | 57.6 | 11.5
Timing Repair Buffer | 28 | 283 | 56.5
[routing by layer]
layer,vias to the layer above,track usage (%),share of wire (%)
met5,-,0,0
met4,0,0,0
met3,0,1.48,20
met2,21,3.29,32
met1,91,4.09,48
li1,132,-,-
[worst min-delay path, stage by stage]
cell and delay [ps]:
clkdlybuf4s50_1 440, o211ai_1 130, dlymetal6s2s_1 110
[worst max-delay path by stage]
| stage | endpoint | slack [ps] | start | cells after the start |
|---|---|---|---|---|
| 6_report | PCWrite | 140 | op[2] | 6 |
| 5_1_grt | PCWrite | 20 | op[2] | 6 |
| 4_1_cts | write_ifid | 70 | op[2] | 6 |
[per-stage QoR]
| step | power (mW) | cells | hold WS [ps] | area [µm²] |
|---|---|---|---|---|
| finish | 0.0514 | 95 | 2010 | 500 |
| CTS | 0.0524 | 95 | 2190 | 498 |
| global route | 0.0563 | 95 | 2050 | 500 |
| detailed placement | 0.0522 | 95 | 2190 | 498 |
| floorplan | 0.0155 | 24 | 1380 | 183 |
| global placement | 0.0517 | 95 | 2190 | 498 |
[placed cells by master (no fill, tap or decap)]
cell	netlist	layout
nor3_1	1	1
nor3_2	1	1
dlymetal6s2s_1	0	1
o41ai_1	1	1
or4b_1	1	1
clkdlybuf4s50_1	0	27
nor4_1	1	1
nand3_1	2	2
inv_1	2	2
a21o_1	1	1
xnor2_1	6	6
xor2_1	4	4
o211ai_1	1	1
[power by group]
| part | total [mW] | switching [mW] | internal [mW] |
|---|---|---|---|
| Clock | 0 | 0 | 0 |
| Sequential | 0 | 0 | 0 |
| Combinational | 0.0514 | 0.0148 | 0.0366 |
| Total | 0.0514 | 0.0148 | 0.0366 |
No activity file was given, so power comes from the tool's default toggle rates.
