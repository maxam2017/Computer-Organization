$ cat flow/run.sh
#!/bin/bash
# OpenROAD 26Q1-2900-gdf79404cd8, Yosys 0.63+post, stock flow scripts
make -C /OpenROAD-flow-scripts/flow DESIGN_CONFIG=/design/flow/config.mk WORK_HOME=/design/flow/orfs finish
$ cat flow/config.mk
export PLATFORM = sky130hd
export DESIGN_NAME = alu
export DESIGN_NICKNAME = alu
export VERILOG_FILES = /design/flow/design.v
export SDC_FILE = /design/flow/constraint.sdc
export NUM_CORES = 4
export LEC_CHECK = 1
export CORE_UTILIZATION = 30
$ cat flow/constraint.sdc
current_design alu

set clk_period 19.1
set clk_io_pct 0.2

create_clock -name clk0 -period $clk_period [get_ports {clk}]

set non_clock_inputs [all_inputs -no_clocks]
set_input_delay [expr $clk_period * $clk_io_pct] -clock clk0 $non_clock_inputs
set_output_delay [expr $clk_period * $clk_io_pct] -clock clk0 [all_outputs]
$ cat flow/design.v
`timescale 1ns/1ps
module alu(
           clk,            
           rst_n,          
           src1,           
           src2,           
           ALU_control,    
           result,         
           zero,           
           cout,           
           overflow        
           );
input           clk;
input           rst_n;
input  [32-1:0] src1;
input  [32-1:0] src2;
input   [4-1:0] ALU_control;
output [32-1:0] result;
output          zero;
output          cout;
output          overflow;
reg    [32-1:0] result;
reg             zero;
reg             cout;
reg             overflow;
wire [31:0] p_result;
wire [31:0] p_cout;
wire set_less;
alu_top b0(src1[0],src2[0],set_less,ALU_control[3],ALU_control[2],ALU_control[3]^ALU_control[2],ALU_control[1:0],p_result[0],p_cout[0]);
alu_top b1 (src1[1],src2[1],1'b0,ALU_control[3],ALU_control[2],p_cout[0],ALU_control[1:0],p_result[1],p_cout[1]);
alu_top b2 (src1[2],src2[2],1'b0,ALU_control[3],ALU_control[2],p_cout[1],ALU_control[1:0],p_result[2],p_cout[2]);
alu_top b3 (src1[3],src2[3],1'b0,ALU_control[3],ALU_control[2],p_cout[2],ALU_control[1:0],p_result[3],p_cout[3]);
alu_top b4 (src1[4],src2[4],1'b0,ALU_control[3],ALU_control[2],p_cout[3],ALU_control[1:0],p_result[4],p_cout[4]);
alu_top b5 (src1[5],src2[5],1'b0,ALU_control[3],ALU_control[2],p_cout[4],ALU_control[1:0],p_result[5],p_cout[5]);
alu_top b6 (src1[6],src2[6],1'b0,ALU_control[3],ALU_control[2],p_cout[5],ALU_control[1:0],p_result[6],p_cout[6]);
alu_top b7 (src1[7],src2[7],1'b0,ALU_control[3],ALU_control[2],p_cout[6],ALU_control[1:0],p_result[7],p_cout[7]);
alu_top b8 (src1[8],src2[8],1'b0,ALU_control[3],ALU_control[2],p_cout[7],ALU_control[1:0],p_result[8],p_cout[8]);
alu_top b9 (src1[9],src2[9],1'b0,ALU_control[3],ALU_control[2],p_cout[8],ALU_control[1:0],p_result[9],p_cout[9]);
alu_top b10 (src1[10],src2[10],1'b0,ALU_control[3],ALU_control[2],p_cout[9],ALU_control[1:0],p_result[10],p_cout[10]);
alu_top b11 (src1[11],src2[11],1'b0,ALU_control[3],ALU_control[2],p_cout[10],ALU_control[1:0],p_result[11],p_cout[11]);
alu_top b12 (src1[12],src2[12],1'b0,ALU_control[3],ALU_control[2],p_cout[11],ALU_control[1:0],p_result[12],p_cout[12]);
alu_top b13 (src1[13],src2[13],1'b0,ALU_control[3],ALU_control[2],p_cout[12],ALU_control[1:0],p_result[13],p_cout[13]);
alu_top b14 (src1[14],src2[14],1'b0,ALU_control[3],ALU_control[2],p_cout[13],ALU_control[1:0],p_result[14],p_cout[14]);
alu_top b15 (src1[15],src2[15],1'b0,ALU_control[3],ALU_control[2],p_cout[14],ALU_control[1:0],p_result[15],p_cout[15]);
alu_top b16 (src1[16],src2[16],1'b0,ALU_control[3],ALU_control[2],p_cout[15],ALU_control[1:0],p_result[16],p_cout[16]);
alu_top b17 (src1[17],src2[17],1'b0,ALU_control[3],ALU_control[2],p_cout[16],ALU_control[1:0],p_result[17],p_cout[17]);
alu_top b18 (src1[18],src2[18],1'b0,ALU_control[3],ALU_control[2],p_cout[17],ALU_control[1:0],p_result[18],p_cout[18]);
alu_top b19 (src1[19],src2[19],1'b0,ALU_control[3],ALU_control[2],p_cout[18],ALU_control[1:0],p_result[19],p_cout[19]);
alu_top b20 (src1[20],src2[20],1'b0,ALU_control[3],ALU_control[2],p_cout[19],ALU_control[1:0],p_result[20],p_cout[20]);
alu_top b21 (src1[21],src2[21],1'b0,ALU_control[3],ALU_control[2],p_cout[20],ALU_control[1:0],p_result[21],p_cout[21]);
alu_top b22 (src1[22],src2[22],1'b0,ALU_control[3],ALU_control[2],p_cout[21],ALU_control[1:0],p_result[22],p_cout[22]);
alu_top b23 (src1[23],src2[23],1'b0,ALU_control[3],ALU_control[2],p_cout[22],ALU_control[1:0],p_result[23],p_cout[23]);
alu_top b24 (src1[24],src2[24],1'b0,ALU_control[3],ALU_control[2],p_cout[23],ALU_control[1:0],p_result[24],p_cout[24]);
alu_top b25 (src1[25],src2[25],1'b0,ALU_control[3],ALU_control[2],p_cout[24],ALU_control[1:0],p_result[25],p_cout[25]);
alu_top b26 (src1[26],src2[26],1'b0,ALU_control[3],ALU_control[2],p_cout[25],ALU_control[1:0],p_result[26],p_cout[26]);
alu_top b27 (src1[27],src2[27],1'b0,ALU_control[3],ALU_control[2],p_cout[26],ALU_control[1:0],p_result[27],p_cout[27]);
alu_top b28 (src1[28],src2[28],1'b0,ALU_control[3],ALU_control[2],p_cout[27],ALU_control[1:0],p_result[28],p_cout[28]);
alu_top b29 (src1[29],src2[29],1'b0,ALU_control[3],ALU_control[2],p_cout[28],ALU_control[1:0],p_result[29],p_cout[29]);
alu_top b30 (src1[30],src2[30],1'b0,ALU_control[3],ALU_control[2],p_cout[29],ALU_control[1:0],p_result[30],p_cout[30]);
alu_top b31 (src1[31],src2[31],1'b0,ALU_control[3],ALU_control[2],p_cout[30],ALU_control[1:0],p_result[31],p_cout[31]);
assign set_less = src1[31]^~src2[31]^p_cout[30];  
always@( posedge clk or negedge rst_n )
begin
	if(!rst_n) begin
	end
	else begin
        result = p_result;
        zero = (result == 0)? 1 : 0;
        if(ALU_control[1:0] == 2'b11)begin
            cout = 0;
            overflow = 0;
        end
        else begin
            cout = p_cout[31];
            overflow = (ALU_control[1]&~ALU_control[0]) & ~((src1[31]^ALU_control[3])^(src2[31]^ALU_control[2])) & ((src1[31]^ALU_control[3])^(result[31]));
        end
    end
end
endmodule
`timescale 1ns/1ps
module alu_top(
               src1,        
               src2,        
               less,        
               A_invert,    
               B_invert,    
               cin,         
               operation,   
               result,      
               cout        
               );
input         src1;
input         src2;
input         less;
input         A_invert;
input         B_invert;
input         cin;
input [2-1:0] operation;
output        result;
output        cout;
reg           a,b,cout,result;
always@(*)
begin
    a = src1 ^ A_invert;
    b = src2 ^ B_invert;
    case (operation)
        2'b00: begin
            result = a&b;
            cout = 0;
        end
        2'b01:begin
            result = a|b;
            cout = 0;
        end
        2'b10:begin
            result = a^b^cin;
            cout = a&b | (a^b)&cin;
        end
        2'b11:begin
            result = less;
            cout = a&b | (a^b)&cin;
         end
    endcase
end
endmodule
==> job_summary.md <==
## PnR job results

| Metric | Value |
|---|---|
| Critical Path Max Stage Delay | `550 ps` |
| Sink Count | `35` |
| DRT Pass-1 Iters | `6` |
| Number of synthesized flops with an enable pin | `35` |
| Register area share after synthesis | `23.1%` |
| Yosys Instances | `454` |
| Dominant flop cell | `edfxtp_1` |
| Largest net degree at the start of global routing | `112` |
| Design Area, Final | `0.00655 mm2` |
| Final Critical Period | `20560 ps` |
| Port Buffers | `104` |
| Routed length per placed instance | `13.5 um` |
| # hold bufs at CTS | `0` |
| WL met2 | `5.04 mm` |
| Util after Layout | `44.8%` |
| Largest area contributor in the netlist | `edfxtp_1` |
| Io pins | `105` |
| Hold slack final | `4130 ps` |
| Crit path top cell by count | `fa_2` |
| VDD IR max | `0.0000289 V` |
| Critical path fanouts, max | `2` |
| Fmax | `48.6 MHz` |
| Synth cell types | `29` |
| Reg clk slew, reported paths | `60 ps` |
| Synthesis-to-finish area growth | `44.1%` |
| DRT met1 WL | `4.73 mm` |
| CP Data Required Time | `19220 ps` |
| Number of OpenROAD warnings | `93` |
| Crit Path Class | `primary input to flip-flop` |
| Antenna cells | `0` |
| CP max-delay cell | `fa_2` |
| Status | `finished with violations` |
| Pre-CTS setup slack | `-2510 ps` |
| Top sig layer | `met4` |
| Vias per cell | `4.33` |
| Asr flop ratio synth | `0%` |
| Share of layout cells above drive strength 1 | `22.6%` |
| Mapped Cells | `454` |
| Num rows | `44` |
| First-pass GRT wire length | `16.8 mm` |
| Yosys stat area | `0.00455 mm2` |
| Post-route DRC | `0` |
| Crit. End Element | `flip-flop` |
| Clock Path Buffers | `2` |
| # H-tree levels | `2` |
| Half-perimeter wire length after placement | `7.78 mm` |
| Die footprint | `0.0157 mm2` |
| Via count | `3293` |
| Worst-margin pin slew | `624 ps` |
| GRT Total Usage | `14.0%` |
| Critical Path Source Type | `primary input` |
| Fin. max-slew vios | `0` |
| CTS tree | `yes` |
| Synth warnings | `2` |
| Crit path arrival time | `20670 ps` |
| Final setup vio count | `6` |
| Cell family with most CP delay | `adder cells` |
| Slew margin rel. | `58.4%` |
| Num CTS Buffers | `5` |
| Failing checks | `negative setup slack` |
| Drt initial violations | `112` |
| Worst min path class | `primary input to flip-flop` |
| Top cells by area | `edfxtp_1 23%, ha_1 18%, fa_1 14%` |
| Final ANT Viol Nets | `0` |
| RePlAce Congestion | `0.783` |
| WL final | `10.3 mm` |
| Core Density at Floorplan | `31.1%` |
| Die width | `125 um` |
| Core footprint | `0.0146 mm2` |
| WP buf/inv | `2` |
| Post-Synthesis Cell Area | `0.00455 mm2` |
| Vias in the first global route | `3321` |
| Syn_area_per_cell | `10.0 um2` |
| RSZ-0062 raised after global routing | `yes` |
| Area share of the largest cell type after synthesis | `23.1%` |
| Synth flops | `35` |
| Tcrit/Tclk final | `108%` |
| Final Hold Viols | `0` |
| Leakage | `2.97 nW` |
| Number of cells after detailed placement | `748` |
| CTS Root Cell | `clkbuf_16` |
| Post-DP Area | `0.00626 mm2` |
| Initial antenna violation count | `0` |
| Cell Pwr Density | `51.8 mW/mm2` |
| Fin cells | `760` |
| MaxCap Viol Count | `0` |
| Metal3 WL | `404 um` |
| Setup WS post-layout | `-1460 ps` |
| Die H | `125 um` |
| Congestion Overflow GR | `0` |
## Yosys cell counts (5+ instances only)
| cell | number |
|---|---|
| buf_2 | 7 |
| o31a_1 | 22 |
| mux2i_1 | 7 |
| xnor2_1 | 5 |
| or4_1 | 7 |
| clkbuf_1 | 13 |
| fa_1 | 32 |
| o21ai_0 | 23 |
| xor2_1 | 63 |
| edfxtp_1 | 35 |
| buf_1 | 5 |
| ha_1 | 64 |
| nor2b_1 | 47 |
| inv_1 | 73 |
| nand2b_1 | 31 |
| o22ai_1 | 7 |
## cells by family (layout without fill, tap and decap cells)
family                   count (synthesis)  after routing  synth area share (%)
buffers and inverters                  100            222                  8.69
adder cells (fa/ha/maj)                 96             96                  31.7
AND-OR/OR-AND                           55             55                  8.28
flip-flops                              35             35                  23.1
AND/OR/NAND/NOR                         92             92                  13.1
multiplexers                             8              8                  2.04
XOR/XNOR                                68             68                  13.1
## cell type report
cell class | instances | area (um2)
tap | 184 | 230
multi-input combinational | 319 | 3500
fill | 1348 | 8090
sequential | 35 | 1050
clock buffer | 5 | 125
inverter | 73 | 274
timing repair buffer | 142 | 1360
clock inverter | 2 | 8.76
## metrics by stage
stage / setup TNS, ps / total power [W]
final: -5350 / 0.000339
after global routing: -9030 / 0.000366
after CTS: -7170 / 0.000341
after detailed placement: -11520 / 0.000257
after global placement: -11080 / 0.000255
after floorplan: -6800 / 0.000194
## worst paths after layout
check	start	endpoint	slack [ps]	cells past startpoint
worst min-delay path	rst_n	result[27]	4130	2
worst max-delay path	src2[0]	zero	-1460	69
## cells in the final DEF, fill, tap and decap left out, drive strengths merged, types with 2 or more instances in the layout
cell type	netlist	final
ha	64	64
buf	14	45
o21ai	23	23
o31a	22	22
o22ai	7	7
fa	32	32
mux2i	7	7
clkdlybuf4s50	0	96
nor4	2	2
clkbuf	13	5
inv	73	73
clkinv	0	2
edfxtp	35	35
or4	7	7
nor2b	47	47
nand2b	31	31
xnor2	5	5
xor2	63	63
## report_power, final
| part | internal, W | switching, W | leakage, nW |
|---|---|---|---|
| sequential | 0.0000971 | 0.00000304 | 0.340 |
| clock | 0.0000469 | 0.0000317 | 0.0671 |
| combinational | 0.0000894 | 0.0000712 | 2.56 |
## metal layers
metal,track usage (%),vias up
met5,0,-
met1,20.8,1547
met2,23.2,63
met3,2.01,7
met4,1.51,0
li1,-,1676
## timing repair
item                       CTS  global route
setup buffers                3             2
setup endpoints to repair    8             8
gates resized                5            31
pin swaps                   15            12
## state kept, by name, summed over array words and instances, names as in the netlist
register / flops
result: 32
cout: 1
overflow: 1
zero: 1
No activity file was given, so power comes from the tool's default toggle rates.
