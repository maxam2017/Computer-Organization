$ cat flow/run.sh
#!/bin/bash
# OpenROAD 26Q1-2900-gdf79404cd8, Yosys 0.63+post, stock flow scripts
make -C /OpenROAD-flow-scripts/flow DESIGN_CONFIG=/design/flow/config.mk WORK_HOME=/design/flow/orfs finish
$ cat flow/config.mk
export PLATFORM = sky130hd
export DESIGN_NAME = Forwarding_Unit
export DESIGN_NICKNAME = Forwarding_Unit
export VERILOG_FILES = /design/flow/design.v
export SDC_FILE = /design/flow/constraint.sdc
export NUM_CORES = 4
export LEC_CHECK = 1
export CORE_AREA = 10 10 70 70
export DIE_AREA = 0 0 80 80
$ cat flow/constraint.sdc
current_design Forwarding_Unit

set clk_period 2.3
set clk_io_pct 0.2

create_clock -name clk0 -period $clk_period

set non_clock_inputs [all_inputs -no_clocks]
set_input_delay [expr $clk_period * $clk_io_pct] -clock clk0 $non_clock_inputs
set_output_delay [expr $clk_period * $clk_io_pct] -clock clk0 [all_outputs]
$ cat flow/design.v
module Forwarding_Unit(
    RegWrite_exmem,
    RegWrite_memwb,
    rs_idex,
    rt_idex,
    rd_exmem,
    rd_memwb,
    forwardA,
    forwardB
);
input RegWrite_exmem;
input RegWrite_memwb;
input [4:0] rs_idex,rt_idex,rd_exmem,rd_memwb;
output [1:0] forwardA,forwardB;
reg [1:0] forwardA,forwardB;
always@(*) begin
    if(RegWrite_exmem == 1'b1 && rd_exmem != 5'b00000 && rs_idex == rd_exmem)
        forwardA <= 2'b01;
    else if(RegWrite_memwb == 1'b1 && rd_memwb != 5'b00000 && rs_idex == rd_memwb)
        forwardA <= 2'b10;
    else
        forwardA <= 2'b00;
end
always@(*) begin
    if(RegWrite_exmem == 1'b1 && rd_exmem != 5'b00000 && rt_idex == rd_exmem)
        forwardB <= 2'b01;
    else if(RegWrite_memwb == 1'b1 && rd_memwb != 5'b00000 && rt_idex == rd_memwb)
        forwardB <= 2'b10;
    else
        forwardB <= 2'b00;
end
endmodule
==> Changelog: implementation <==
### Metrics

* Post-DP HPWL at about 1200 um
* Drt pass-1 iters at 3
* Hold-fix buffers at CTS at 0
* Antenna diodes at 0
* Yosys warns at 1
* Setup Buffers After CTS at 0
* Crit start category: primary input
* OpenROAD warnings at 33
* I/O Pins at 26
* Die height at roughly 80 um
* Yosys stat area at ~260 sq um
* P per Cell Area at between 150 and 200 nW/um^2
* Max-cap violation count at 0
* RSZ-0062 raised after global routing: true
* Finish-stage setup viols at 0
* Final Hold Vio Count at 0
* Drt wl/cell at roughly 11 um
* Post-synthesis sequential area ratio at 0%
* Global-route wire length before repair at around 2200 um
* Slew Viols, Final at 0
* Max-slew headroom at between 80% and 90%
* Largest net degree at the start of global routing at 4
* Crit path DRT at approximately 1800 ps
* Fp_density at under 10%
* Total power at roughly 0.00012 W
* Top area cell types: xnor2_1 (54%), xor2_1 (14%), nor4_1 (9.7%)
* Post-layout util at about a fifth
* Gr usage total at under 10%
* GP Congestion at 0.906
* CP arrival at around 1800 ps
* DP Area at approximately 670 sq um
* Cell Rows at 21
* Endpoint class of the critical path: primary output
* Cell type with the largest total area: xnor2_1
* Peak VDD IR at ~0.071 mV
* P&R area growth vs syn at 180%
* Vias post-DR at about 380
* Flop count at 0
* Leak pwr at around 0.30 nW
* Status: finished clean
* Antenna Nets Post-Route at 0
* Die ar. at 6400 sq um
* Vias in the first global route at 447
* WS Path Type: in -> out
* Antenna violations before repair at 0
* Max Clk Rate at roughly 0.44 GHz
* Post-Route M1 WL at about 900 um
* Cell Type Count at 9
* Top Metal Used: met3
* DIE WIDTH at ~80 um
* Synthesized area per cell at 7.58 sq um
* Top area contributor share at approximately 54%
* Post-Synthesis Cells at 34
* Drt total wl at approximately 1300 um
* Final period utilization at 98.8%
* Metal2 WL at 257 um
* Synth Cell Area at ~260 sq um
* Crit path max fanout at 2
* Crit path time final at 2270 ps
* HP Class: in -> out
* DRC viols at 0
* Post-route insts no fill at ~120
* Core ar. at 3420 sq um
* Port Buffers at 26
* Post-DR vias/cell at approximately 3.2
* Yosys Instances at 34
* CLK BUF at 0
* Post-route cell area at ~720 sq um
* Placed insts at approximately 120
* Layout cells sized above 1 at approximately 40%
* Worst slew pin tran at ~260 ps
* DR iter-0 viols at 6
* Overflow after GRT at 0
* FF+latch area at 0 sq um
* DR WL met3 at around 180 um
[layout by cell type, fill, tap and decap left out]
| master | n |
|---|---|
| nor4_2 | 1 |
| nor2_2 | 1 |
| nand4_1 | 2 |
| buf_4 | 12 |
| xor2_1 | 4 |
| nand3_1 | 1 |
| buf_6 | 2 |
| nor4_4 | 2 |
| buf_2 | 5 |
| or4_4 | 2 |
| xnor2_1 | 14 |
| dlymetal6s2s_1 | 2 |
| nand2_1 | 2 |
| nor4_1 | 1 |
| nand3_2 | 1 |
| clkdlybuf4s50_1 | 9 |
| xnor2_2 | 2 |
| dlygate4sd2_1 | 9 |
| o21ai_4 | 1 |
[critical path, stage by stage]
cell and delay [ps]:
buf_6 100, or4_4 550, o21ai_4 210, nor4_4 80, nor4_2 280, buf_2 140
[stage by stage]
| stage | worst slack (ps) | hold WS [ps] | TNS, ps |
|---|---|---|---|
| finish | 27.0 | 1370 | 0 |
| global route | -71.4 | 1410 | -77.0 |
| CTS | 4.12 | 1530 | 0 |
| detailed placement | -785 | 1910 | -2390 |
| global placement | -699 | 1910 | -2160 |
| floorplan | 481 | 993 | 0 |
[cell type report]
class / instances / area [sq um]
tap: 46 / 57.6
multi-input combinational: 34 / 332
timing repair buffer: 39 / 332
fill: 375 / 2700
[worst paths after layout]
kind / start / to / slack, ps / cells past startpoint
setup / recovery: rd_exmem[1] / forwardB[1] / 30 / 6
hold / removal: rd_memwb[1] / forwardA[1] / 1370 / 5
[report_power, final]
group          switching, W  internal [W]
Combinational     0.0000484     0.0000688
Sequential                0             0
Clock                     0             0
Total             0.0000484     0.0000688
[synth_stat cells]
master	n
xnor2_1	16
nand4_1	2
nor2_1	1
xor2_1	4
nor4_1	4
nand2_1	2
or4_1	2
o21ai_2	1
nand3_1	2
[layer usage]
metal / GRT usage (%) / vias to the layer above
met5: 0 / -
met4: 0 / 0
met3: 2.27 / 0
met2: 3.61 / 26
met1: 7.85 / 157
li1: - / 201
[cell families (layout without fill, tap and decap cells)]
| group | after synthesis | count (layout) | share of synthesized area (%) |
|---|---|---|---|
| buffers and inverters | 0 | 39 | 0 |
| AOI/OAI and AO/OA | 1 | 1 | 3.40 |
| and+or+nand+nor | 13 | 13 | 28.6 |
| xor gates and xnor gates | 20 | 20 | 68.0 |
[what timing repair did]
| item | CTS | global route |
|---|---|---|
| pin swaps | 10 | 4 |
| gates resized | 39 | 8 |
| setup endpoints to repair | 4 | 4 |
Power is estimated from default activity; no workload was simulated.
